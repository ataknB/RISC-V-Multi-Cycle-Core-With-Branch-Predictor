File: /design/flow/design.v
module Branch_Address_Cal(
	input logic [1:0]pc_control,
	input logic [31:0]imm_in,
	input logic [31:0]pc_value,
	output logic [31:0]branch_address_cal_out,
	output logic [31:0]branch_incremented_four
);
	logic [31:0]adder_result;
	Kogge_Stone Kogge_Stone_0(
		.in0(pc_value),
		.in1(32'd4),
		.sub_en(1'b0),
		.out(branch_incremented_four)	
	);
	Kogge_Stone Kogge_Stone_1(
		.in0(pc_value),
		.in1(imm_in),
		.sub_en(1'b0),
		.out(adder_result)	
	);
	assign branch_address_cal_out = (pc_control == 2'b01) ? pc_value : adder_result;
endmodule
module Kogge_Stone#(
	parameter WIDTH = 32,
	parameter X = 161
	)(
	input logic [WIDTH-1 : 0]in0,
	input logic [WIDTH-1 : 0]in1,
	input logic sub_en, 
	output logic overflow,
	output logic [WIDTH-1 : 0]out
	);
	wire [WIDTH-1 : 0]wire_in0;
	wire [WIDTH-1 : 0]wire_in1;
	wire [X-1:0]wire_prop;
	wire [X-1:0]wire_gen;
	wire [32 : 0]wire_carry;	
	assign wire_carry[0] = sub_en;
	genvar i;
	generate 
		for(i=0 ; i<32 ; i=i+1)begin
			assign wire_in1[i] = in1[i] ^ wire_carry[0];
			assign wire_in0[i] = in0[i];
		end
	endgenerate
	generate 
	for(i=0 ; i<32 ; i=i+1)begin 
		assign wire_prop[i] = wire_in0[i] ^ wire_in1[i];
		assign wire_gen[i] = wire_in1[i] & wire_in0[i];
	end 
	for(i=32 ; i<63 ; i=i+1)begin 
		assign wire_prop[i] = wire_prop[i-31] & wire_prop[i-32];
		assign wire_gen[i] = wire_gen[i-31] | (wire_prop[i-31] & wire_gen[i-32]); 
	end 
endgenerate
    assign wire_prop[63] = wire_prop[33] & wire_prop[0];
    assign wire_gen[63] = wire_gen[33] | (wire_prop[33] & wire_gen[0]);
    generate 
    for(i=64 ; i<93 ; i=i+1)begin 
        assign wire_prop[i] = wire_prop[i-30] & wire_prop[i-32];
        assign wire_gen[i] = wire_gen[i-30] | (wire_prop[i-30] & wire_gen[i-32]);
    end
    endgenerate
    assign wire_prop[93] = wire_prop[65] & wire_prop[0];
    assign wire_gen[93] = wire_gen[65] | (wire_prop[65] & wire_gen[0]);
    assign wire_prop[94] = wire_prop[66] & wire_prop[32];
    assign wire_gen[94] = wire_gen[66] | (wire_prop[66] & wire_gen[32]);
    generate 
        for(i=95 ; i<121 ;i=i+1)begin 
            assign wire_prop[i] = wire_prop[i-28] & wire_prop[i-32];
            assign wire_gen[i] = wire_gen[i-28] | (wire_prop[i-28] & wire_gen[i-32]);
        end
    endgenerate
    assign wire_prop[121] = wire_prop[97] & wire_prop[0];
    assign wire_gen[121] = wire_gen[97] | (wire_prop[97] & wire_gen[0]);
    assign wire_prop[122] = wire_prop[98] & wire_prop[32];
    assign wire_gen[122] = wire_gen[98] | (wire_prop[98] & wire_gen[32]);
    assign wire_prop[123] = wire_prop[99] & wire_prop[63];
    assign wire_gen[123] = wire_gen[99] | (wire_prop[99] & wire_gen[63]);
    assign wire_prop[124] = wire_prop[100] & wire_prop[64];
    assign wire_gen[124] = wire_gen[100] | (wire_prop[100] & wire_gen[64]);
    generate 
    for(i=125 ; i<145 ; i=i+1)begin 
        assign wire_prop[i] = wire_prop[i-24] & wire_prop[i-32];
        assign wire_gen[i] = wire_gen[i-24] | (wire_prop[i-24] & wire_gen[i-32]);
    end 
    endgenerate
    assign wire_prop[145] = wire_prop[129] & wire_prop[0];
    assign wire_gen[145] = wire_gen[129] | (wire_prop[129] & wire_gen[0]);
    assign wire_prop[146] = wire_prop[130] & wire_prop[32];
    assign wire_gen[146] = wire_gen[130] | (wire_prop[130] & wire_gen[32]);
    assign wire_prop[147] = wire_prop[131] & wire_prop[63];
    assign wire_gen[147] = wire_gen[131] | (wire_prop[131] & wire_gen[63]);
    assign wire_prop[148] = wire_prop[132] & wire_prop[64];
    assign wire_gen[148] = wire_gen[132] | (wire_prop[132] & wire_gen[64]);
    assign wire_prop[149] = wire_prop[133] & wire_prop[93];
    assign wire_gen[149] = wire_gen[133] | (wire_prop[133] & wire_gen[93]);
    assign wire_prop[150] = wire_prop[134] & wire_prop[94];
    assign wire_gen[150] = wire_gen[134] | (wire_prop[134] & wire_gen[94]);
    assign wire_prop[151] = wire_prop[135] & wire_prop[95];
    assign wire_gen[151] = wire_gen[135] | (wire_prop[135] & wire_gen[95]);
    assign wire_prop[152] = wire_prop[136] & wire_prop[96];
    assign wire_gen[152] = wire_gen[136] | (wire_prop[136] & wire_gen[96]);
    generate 
    for(i=153 ; i<161 ; i=i+1)begin
        assign wire_prop[i] = wire_prop[i-16] & wire_prop[i-32] ;
        assign wire_gen[i] = wire_gen[i-16] | (wire_prop[i-16] & wire_gen[i-32]);
    end
    endgenerate
	assign wire_carry[1] = wire_gen[0] | (wire_prop[0] & wire_carry[0]);
	assign wire_carry[2] = wire_gen[32] | (wire_prop[32] & wire_carry[0]);
	assign wire_carry[3] = wire_gen[63] | (wire_prop[63] & wire_carry[0]);
	assign wire_carry[4] = wire_gen[64] | (wire_prop[64] & wire_carry[0]);
	assign wire_carry[5] = wire_gen[93] | (wire_prop[93] & wire_carry[0]);
	assign wire_carry[6] = wire_gen[94] | (wire_prop[94] & wire_carry[0]);
	assign wire_carry[7] = wire_gen[95] | (wire_prop[95] & wire_carry[0]);
	assign wire_carry[8] = wire_gen[96] | (wire_prop[96] & wire_carry[0]);
	assign wire_carry[9] = wire_gen[121] | (wire_prop[121] & wire_carry[0]);
	assign wire_carry[10] = wire_gen[122] | (wire_prop[122] & wire_carry[0]);
	assign wire_carry[11] = wire_gen[123] | (wire_prop[123] & wire_carry[0]);
	assign wire_carry[12] = wire_gen[124] | (wire_prop[124] & wire_carry[0]);
	assign wire_carry[13] = wire_gen[125] | (wire_prop[125] & wire_carry[0]);
	assign wire_carry[14] = wire_gen[126] | (wire_prop[126] & wire_carry[0]);
	assign wire_carry[15] = wire_gen[127] | (wire_prop[127] & wire_carry[0]);
	assign wire_carry[16] = wire_gen[128] | (wire_prop[128] & wire_carry[0]);
	generate 
		for(i=145 ; i<161 ; i= i+1)begin 
			assign wire_carry[i-128] = wire_gen[i] | (wire_prop[i] & wire_carry[0]);
		end 
	endgenerate
	wire [31:0]wire_out;
	generate 
		for(i=0 ; i<32 ; i=i+1)begin 
			assign wire_out[i] = wire_carry[i] ^ wire_prop[i];
		end
	endgenerate
	assign out = wire_out;
	wire sign0 = in0[31];
	wire sign1 = in1[31];
	wire sign_out = out[31];
	assign overflow = sub_en ? (!sign0 && sign1) || (sign0 && !sign1) :	(sign0 && sign1) || !(sign0 && sign1);
endmodule
File: /design/flow/run.sh
#!/bin/bash
# OpenROAD 26Q1-2900-gdf79404cd8, Yosys 0.63+post, stock flow scripts
make -C /OpenROAD-flow-scripts/flow DESIGN_CONFIG=/design/flow/config.mk WORK_HOME=/design/flow/orfs finish
File: /design/flow/config.mk
export PLATFORM = sky130hd
export DESIGN_NAME = Branch_Address_Cal
export DESIGN_NICKNAME = Branch_Address_Cal
export VERILOG_FILES = /design/flow/design.v
export SDC_FILE = /design/flow/constraint.sdc
export NUM_CORES = 4
export LEC_CHECK = 1
export CORE_UTILIZATION = 50
File: /design/flow/constraint.sdc
current_design Branch_Address_Cal

set clk_period 7.7
set clk_io_pct 0.2

create_clock -name clk0 -period $clk_period

set non_clock_inputs [all_inputs -no_clocks]
set_input_delay [expr $clk_period * $clk_io_pct] -clock clk0 $non_clock_inputs
set_output_delay [expr $clk_period * $clk_io_pct] -clock clk0 [all_outputs]
==> summary.txt <==
# Cells Yosys - 414
Power Dens Cells - 77.7 mW/mm^2
data required time at the worst endpoint - 6.16 ns
critical hold path startpoint - pc_value[0]
most used cell, CP - clkdlybuf4s50_1
kind of cell adding the most delay to the critical path - AND-OR/OR-AND gates
via count - 3328
cell leakage power - 1.62 nW
Synth Instances - 414
ant diodes - 0
Port Buffers - 130
Crit Path Class - in2out
worst hold path class - in2out
first-pass GRT wire length - 11600 um
Storage cell area - 0 sq um
GRT Resource Usage Total - 25.5%
Synth Seq Share - 0%
row cnt - 26
Final Core Density - 76.7%
fillers - 403
count of final setup violators - 0
routability congestion estimate - 0.965
largest net degree at the start of global routing - 49
Top cells by area - ha_1 (15%), a21oi_1 (10%), xnor2_1 (9.5%)
IO Pins - 130
area share, top type - 15.0%
cycle use final - 80.2%
Worst setup SP type - input port
first-pass iteration count of the detailed router - 4
setup ws final - 1.53 ns
synth unique cells - 53
RSZ-0062 raised after global routing - false
Routed WL per cell - 12.9 um
Die Ht - 75.2 um
Die ar. - 0.00565 sq mm
WHS - 3.94 ns
TNS Setup - 0 ns
Fmax - 0.162 GHz
DP Area - 0.00394 sq mm
leading cell type by number of instances after synthesis - a21oi_1
final std cell area, no fill - 0.00394 sq mm
CP arrival - 4.63 ns
Routed WL - 7630 um
worst slack, placed - 1.51 ns
grt total ovfl - 0
Crit. End Element - output pin
VDD IR max - 0.0000433 V
Worst-Margin Slew - 0.595 ns
logic area - 0.00251 sq mm
vias in the first global route - 2667
max-cap viol count - 0
initial antenna violation count - 0
final hold vios - 0
hold buffer count at cts - 0
Non-Filler Instances - 592
Core Area - 0.00514 sq mm
Pwr Total - 0.306 mW
Placed Cells - 592
Rel. slew slack - 60.0%
cell taking the most area after synthesis - ha_1
Area Growth Syn to Fin - 47.4%
CP max stage delay - 0.52 ns
Worst path slowest cell - clkdlybuf4s50_1
DIE WIDTH - 75.2 um
Crit Path Max Fanout - 7
CP bufs+invs - 2
DRC violations left - 0
Syn Area/Cell - 6.46 sq um
post-CTS sizing - 0
Initial DRC Count - 193
synth warn - 0
Core Util at FP - 52.1%
minimum clock period - 6.17 ns
yosys stat area - 0.00268 sq mm
Tool Warnings - 34
cell area after synthesis - 0.00268 sq mm
dpl hpwl - 6230 um
crit path cell chain - clkdlybuf4s50_1 > ha_1 > o21a_1 > o211ai_1 > o21bai_1 > a2111oi_2 > o21ai_1 > a31oi_1 > nor4b_1 > a311oi_1 > clkdlybuf4s50_1
status - finished, final reports clean
Detail Route Antenna Nets - 0
clkbuf count - 0
Critical Path Start - pc_value[6]
layout cells sized above 1 - 2.87%
via/cell ratio - 5.62
top post-synthesis cells by count - a21oi_1 (54), nand2_1 (47), nor2_1 (45)
Max Slew Vio Count - 0
post-CTS setup buffer count - 0
Flops - 0
[routing by layer]
metal	up-vias	GRT usage [%]	share of wire (%)
li1	1724	-	-
met1	1491	38.2	50
met2	111	41.5	42
met3	2	2.44	7.0
met4	0	2.06	0.38
met5	-	0	0
[area by class of cell]
| class | instances | share of cell area [%] |
|---|---|---|
| Multi-Input combinational cell | 382 | 63.6 |
| Timing Repair Buffer | 132 | 33.4 |
| Tap cell | 70 | 2.22 |
| Inverter | 8 | 0.761 |
[layout by cell type (no fill, tap or decap), drive strengths merged, types with 2 or more instances in the layout]
master,netlist,routed
clkdlybuf4s50,0,130
a21oi,55,55
nand2,47,47
nor2,45,45
ha,32,32
xnor2,29,29
o21ai,29,29
xor2,26,26
nand3,18,18
a21o,14,14
nand4,14,14
and3,13,13
inv,8,8
nor3,6,6
o21a,6,6
nor2b,5,5
a31oi,5,5
o211ai,4,4
a31o,3,3
o21bai,3,3
and2,3,3
a311oi,3,3
a211o,2,2
buf,9,2
nand2b,2,2
or4,2,2
[final timing paths]
kind	to	slack (ns)	depth (start not counted)
setup / recovery	branch_address_cal_out[29]	1.53	11
hold / removal	branch_incremented_four[0]	3.94	2
[report_power, final]
group,leakage (nW),internal (mW),switching (mW)
clock,0,0,0
sequential,0,0,0
combinational,1.62,0.179,0.127
[cell families (layout without fill, tap and decap cells)]
kind of cell,Yosys count,count (layout),share of synthesized area (%)
AND-OR/OR-AND,134,134,31.5
XOR/XNOR,55,55,18.0
adder cells (fa/ha/maj),33,33,15.7
buffers and inverters,32,140,6.22
multiplexers,1,1,0.374
AND/OR/NAND/NOR,159,159,28.2
Power is estimated from default activity; no workload was simulated.
